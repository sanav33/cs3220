==> design.v <==
module BR_PREDICTOR(
  input wire clk,
  input wire reset,
  input wire [(32)-1:0] from_FE_to_predictor, 
  input wire [(1 + 8 + 8 + 2 + 4 + 59)-1:0] from_updater_to_predictor,
  output wire [(1 + 1 + 32 + 8 + 8 + 2 + 4)-1:0] from_predictor_to_FE
);
  wire [32-1:0] PC_BR;
  assign {
    PC_BR
  } = from_FE_to_predictor;
  reg [1:0] PHT[0:255];
  reg [7:0] BHR;
  reg [58:0] BTB[0:15];
  integer i;
  initial
    begin
      for (i = 0; i < 256; i++)
        PHT[i] = 2'b10;
      for (i = 0; i < 16; i++)
        BTB[i][32] = 1'b0;
    end
  wire [7:0] PHT_index;
  wire [58:0] BTB_entry;
  assign BTB_entry = BTB[PC_BR[5:2]];
  assign PHT_index = BHR;
  wire BTB_hit;
  assign BTB_hit = (BTB_entry[58:33] == PC_BR[32-1:6] && BTB_entry[32] == 1);
  wire [32-1:0] target_addr;
  assign target_addr = BTB_entry[32-1:0];
  wire taken;
  assign taken = PHT[PHT_index] >= 2 ? 1 : 0;     
  assign from_predictor_to_FE = {taken, BTB_hit, target_addr, BHR, PHT_index, PHT[PHT_index], PC_BR[3:0]}; 
  wire [7:0] updated_BHR;
  wire [7:0] PHT_index_updater;
  wire [1:0] PHT_entry_updater;
  wire [3:0] BTB_index_updater;
  wire [58:0] BTB_entry_updater;
  wire br_cond_predictor;
  wire is_branch;
  assign {
    is_branch,
    updated_BHR,
    PHT_index_updater,
    PHT_entry_updater,
    BTB_index_updater,
    BTB_entry_updater
  } = from_updater_to_predictor;
  always @(posedge clk) begin
    if (reset)
        BHR <= 8'b0;
    else if (is_branch)
        begin
        BHR <= updated_BHR;
        PHT[PHT_index_updater] <= PHT_entry_updater;
        BTB[BTB_index_updater] <= BTB_entry_updater;
        end
  end
  endmodule
==> run.sh <==
#!/bin/bash
# OpenROAD 26Q1-2900-gdf79404cd8, Yosys 0.63+post, stock flow scripts
make -C /OpenROAD-flow-scripts/flow DESIGN_CONFIG=/design/flow/config.mk WORK_HOME=/design/flow/orfs finish
==> config.mk <==
export PLATFORM = sky130hd
export DESIGN_NAME = BR_PREDICTOR
export DESIGN_NICKNAME = BR_PREDICTOR
export VERILOG_FILES = /design/flow/design.v
export SDC_FILE = /design/flow/constraint.sdc
export NUM_CORES = 4
export LEC_CHECK = 1
export CORE_UTILIZATION = 50
==> constraint.sdc <==
current_design BR_PREDICTOR

set clk_period 17.4
set clk_io_pct 0.2

create_clock -name clk0 -period $clk_period [get_ports {clk}]

set non_clock_inputs [all_inputs -no_clocks]
set_input_delay [expr $clk_period * $clk_io_pct] -clock clk0 $non_clock_inputs
set_output_delay [expr $clk_period * $clk_io_pct] -clock clk0 [all_outputs]
==> deck_impl_summary.md <==
Implementation Results

Status
  • Status: finished, final reports clean

Placed design
  • # port buffers: 167
  • Detailed placer's ending HPWL: 77300 um
  • RePlAce Congestion: 0.929

Worst setup path
  • CP top delay family: buffers and inverters
  • Most frequent CP cell: buf_4
  • Critical Path, Cell by Cell: buf_8, buf_4, buf_4, mux4_2, mux2i_1, o22a_1, o2111ai_1, or4_1, a2111o_1, nor4_2, clkdlybuf4s50_1
  • Critical path class: input pin to output pin
  • Largest stage delay, worst path: 0.61 ns
  • Crit path required time: 13.92 ns
  • Reg-to-reg startpoint: BHR[1]
  • Critical-path top delay cell: buf_4
  • Critical path depth in cells: 11
  • Worst r2r path cells: 2
  • Startpoint types: input pin
  • CP startpoint: from_FE_to_predictor[3]
  • Reg2reg setup slack: 16.74 ns
  • Crit-path max FO: ~55
  • CP bufs+invs: 4
  • Crit path arrival time: 8.36 ns
  • Critical path endpoint category: output pin
  • Setup crit end: from_predictor_to_FE[54]

Synthesis
  • Top cells by count: 1456 x edfxtp_1, 402 x mux4_2, 306 x nor2_1, 91 x mux2i_1, 78 x clkbuf_1
  • EDFF count, synth: about 1500
  • Area leader, netlist: edfxtp_1
  • Mapped Avg Cell Area: 21.0 um^2
  • Cells after Synth: 2768
  • Mapped Area: 58100 um^2
  • Synth warnings: 1
  • Chip Area, Yosys: about 58000 um^2
  • Seq/Total Area, Yosys: between 70% and 80%
  • Most common cell in the netlist: edfxtp_1
  • Ao+oa area frac: 1.53%
  • Unique cell types: 57
  • Synth Flop Type: edfxtp_1
  • Main logic family after synthesis: multiplexers
  • Yosys simple share: 3.19%
  • Post-synth regs: 1472
  • Post-synthesis mux area share: 17.6%
  • XOR-XNOR Cells, Area Fraction: 0.301%
  • Ys async rst share: 0%
  • Adder Area Share: 0%
  • Dominant cell area share: between 70% and 80%
  • Synth area leaders: edfxtp_1 75%, mux4_2 16%, nor2_1 2.0%
  • Yosys cell count: 2768

Detailed routing
  • Top Metal Used: met5
  • Routed wl met2: 66300 um
  • Met1 Wirelength: 43900 um
  • DRT antenna net count: 0
  • First-pass iteration count of the detailed router: 5
  • Routed wl met3: 19800 um
  • Total wire length: around 130000 um
  • Post-DR vias/cell: 6.05
  • Antenna cell count: 0
  • Vias: 27997
  • Drt drc: 0
  • WL/cell: 28.9 um
  • Starting DRT DRC Count: 1692

Flow run
  • Max_cap viols: 0
  • OpenROAD warning count: 30

Global routing
  • Pin count of the biggest net entering global routing: 157
  • Initial antenna violation count: 12
  • Vias in the first global route: 31089
  • GR Overflow Total: 0
  • First-pass GRT wire length: around 200000 um
  • All-Layer GR Usage: 26.4%

Finish
  • Reg area: about 44000 um^2
  • Comb. cell area: 13300 um^2
  • Layout cell share with drive strength beyond 1: between 20% and 30%
  • Layout fillers: 8151
  • Area delta synth->final: 14.4%

Floorplanning
  • IO Count: 172
  • Core Util at FP: 50.6%
  • Row Count: 124
  • Core area: 115000 um^2
  • Die Wd: 343 um
  • DIE HEIGHT: 343 um
  • Chip area: 118000 um^2

STA
  • Relative slew slack: 35.0%
  • Final Skew: roughly 0.0024 ns
  • Highest clock rate: about 84 MHz
  • Endpoints failing setup: 0
  • Crit share post-route: 68.0%
  • Final hold vios: 0
  • Final Critical Period: 11.84 ns
  • RSZ-0062 raised after global routing: no
  • Max-slew violations: 0
  • Slew @ Worst Pin: 0.974 ns
  • Setup TNS Final: 0 ns

Clock tree
  • H-tree depth: 4
  • # clock sinks: 1472
  • Setup Buffers After CTS: 0
  • CTS buffer count: 151
  • Clock latency (worst-skew pair): around 0.74 ns
  • TritonCTS clock tree: yes
  • Post_cts resized: 0
  • Clock Path Buffers: 3
  • # hold bufs at CTS: 0
  • Root Driver: clkbuf_16
  • Clock-pin slew on the worst setup and hold paths: around 0.050 ns

Power
  • PD cells: 113 nW/um^2
  • Peak supply drop: 0.100 mV
  • Overall Power: 7.51 mW
  • Leak Pwr: 20.5 nW

Hold path
  • Class of the worst hold path: register to register
## placed cells by master (no fill, tap or decap), types with 17 or more instances in the layout
| cell | netlist | routed |
|---|---|---|
| edfxtp_1 | 1456 | 1456 |
| mux4_2 | 402 | 402 |
| nor2_1 | 306 | 294 |
| clkdlybuf4s50_1 | 0 | 162 |
| clkbuf_16 | 0 | 154 |
| mux2i_1 | 91 | 91 |
| buf_4 | 28 | 83 |
| nand2_1 | 41 | 41 |
| clkbuf_1 | 78 | 37 |
| clkinv_1 | 0 | 32 |
| clkinv_2 | 0 | 25 |
| mux2_2 | 24 | 24 |
| nand3_1 | 25 | 23 |
| nor2b_1 | 20 | 19 |
| inv_1 | 17 | 17 |
## worst min-delay path by stage
| stage | startpoint | end | slack [ns] | cells past startpoint |
|---|---|---|---|---|
| CTS | BHR[0] | register | 0.56 | 2 |
| global route | BHR[0] | register | 0.57 | 2 |
| finish | BHR[3] | register | 0.55 | 2 |
## tightest hold or removal path, stage by stage (launching register included)
cell     delay (ns)
dfxtp_1        0.32
mux2i_1        0.12
nor2_1         0.07
## per-layer routing
| layer | vias up | GRT usage (%) |
|---|---|---|
| met5 | - | 0.240 |
| met3 | 238 | 17.2 |
| met2 | 1658 | 39.2 |
| li1 | 11927 | - |
| met1 | 14148 | 35.9 |
| met4 | 26 | 5.25 |
## per-stage QoR
stage | hold slack (ns) | setup WS [ns] | cells | cell area [um^2] | utilization [%]
3_3_place_gp | 0.545 | 5.48 | 4353 | 61600 | 53.7
6_report | 0.547 | 5.56 | 4630 | 66500 | 57.9
3_5_place_dp | 0.547 | 5.48 | 4353 | 61600 | 53.7
5_1_grt | 0.571 | 5.18 | 4630 | 66500 | 57.9
2_1_floorplan | 0.489 | 8.03 | 2768 | 58100 | -
4_1_cts | 0.558 | 5.46 | 4630 | 66500 | 57.9
## state kept, by name, indices dropped and copies added, names as in the netlist, named ones only
signal,flops
PHT,512
BTB,944
BHR,8
## kinds of logic (layout without fill, tap and decap cells)
kind of cell              Yosys count  count (layout)
AOI/OAI and AO/OA                 121             121
DFF                              1472            1472
xor gates and xnor gates           20              20
buffers and inverters             198             548
muxes                             517             517
and+or+nand+nor                   440             440
## power breakdown
group | switching (mW) | internal [mW] | leakage, nW | total (mW)
logic | 0.220 | 0.181 | 4.83 | 0.401
registers | 0.0133 | 3.93 | 13.2 | 3.94
clock network | 1.31 | 1.86 | 2.39 | 3.17
total | 1.55 | 5.97 | 20.5 | 7.51
## layout make-up
type	instances	area share, %
clock buffers	191	6.00
multi-input cells	1098	20.0
well taps	1512	2.84
repair buffers	250	3.48
inverters	21	0.120
clock inverters	86	1.37
flip-flops and latches	1472	66.2
Power and IR drop assume default switching activity.
