===== design/flow/run.sh =====
#!/bin/bash
# OpenROAD 26Q1-2900-gdf79404cd8, Yosys 0.63+post, stock flow scripts
make -C /OpenROAD-flow-scripts/flow DESIGN_CONFIG=/design/flow/config.mk WORK_HOME=/design/flow/orfs finish

===== design/flow/config.mk =====
export PLATFORM = sky130hd
export DESIGN_NAME = WB_STAGE
export DESIGN_NICKNAME = WB_STAGE
export VERILOG_FILES = /design/flow/design.v
export SDC_FILE = /design/flow/constraint.sdc
export NUM_CORES = 4
export LEC_CHECK = 1
export CORE_AREA = 10 10 103 103
export DIE_AREA = 0 0 113 113

===== design/flow/constraint.sdc =====
current_design WB_STAGE

set clk_period 6.9
set clk_io_pct 0.2

create_clock -name clk0 -period $clk_period

set non_clock_inputs [all_inputs -no_clocks]
set_input_delay [expr $clk_period * $clk_io_pct] -clock clk0 $non_clock_inputs
set_output_delay [expr $clk_period * $clk_io_pct] -clock clk0 [all_outputs]

===== design/flow/design.v =====
module WB_STAGE(
  input wire clk,
  input wire reset,  
  input wire [(1 + 32+32+ 6 + 32+ 32+5 + 1 + 32)-1:0] from_MEM_latch,
  output wire [(1)-1:0] from_WB_to_FE,
  output wire [(1 + 5 + 32 )-1:0] from_WB_to_DE,  
  output wire [(1)-1:0] from_WB_to_AGEX,
  output wire [(1)-1:0] from_WB_to_MEM,
  output wire [31:0] reg10_val_WB
);
  wire valid_WB; 
  wire [6-1:0] op_I_WB;
  wire [32-1:0] inst_WB; 
  wire [32-1:0] PC_WB;
  wire [32-1:0] inst_count_WB; 
   reg[31:0] reg10_val;
   assign reg10_val = 32'd33;
   reg[31:0] reg10_val_latch;
   assign reg10_val_WB = reg10_val;
   always @(posedge clk) begin 
   if (reset) begin
     reg10_val_latch <= 0;
   end else begin
      if (wr_reg_WB && wregno_WB == 10 && reg10_val_latch == 0)
        reg10_val_latch <= 32'hff;
   end
 end
  wire wr_reg_WB;  
  wire [5-1:0] wregno_WB;  
  wire [5-1:0] rd_WB;
  wire [32-1:0] regval_WB;   
  wire [32-1:0] aluout_WB;  
  wire [32-1:0] rd_val_WB;
  assign wregno_WB = rd_WB;
  assign regval_WB = (op_I_WB == 23) ? rd_val_WB : aluout_WB;
   assign {                     
                                valid_WB,
                                inst_WB,
                                PC_WB,
                                op_I_WB,
                                inst_count_WB,
                                aluout_WB,
                                rd_WB,
                                wr_reg_WB,
                                rd_val_WB
                                 } = from_MEM_latch; 
assign from_WB_to_DE = {wr_reg_WB, wregno_WB, regval_WB} ;  
    reg [32-1:0][31:0] last_WB_value  ;
  always @(negedge clk) begin
  if (reset) begin
      for (int i = 0; i < 32; ++i) begin
        last_WB_value[i] <= 0;
      end
    end else begin
    if (wr_reg_WB)
      last_WB_value[wregno_WB] <= regval_WB;
    end
  end 
  reg [8-1:0][31:0] WB_counters  ;
  always @(posedge clk) begin
    if (reset) begin
      WB_counters <= '0;
    end else begin
      WB_counters[0] <= 32'(valid_WB);
      WB_counters[1] <= 32'(PC_WB);   
      WB_counters[2] <= 32'(inst_WB);   
      WB_counters[3] <= 32'(op_I_WB); 
      WB_counters[4] <= 32'(wr_reg_WB);
      WB_counters[5] <= 32'(wregno_WB);
      WB_counters[6] <= 32'(regval_WB);
      WB_counters[7] <= '0;
    end
  end
endmodule 

==> run_results.csv <==
group,metric,value,unit
outcome,status,"completed",
timing,max_freq,0.1939,GHz
grt,gr-usage-all-layers,5.816,%
route,detail_route.wl_per_cell,14.86,µm
logic_synthesis,syn_avg_cell_area,10.81,µm²
worst_setup_path,crit_fanout,19,
timing,setup_violations,0,
power_and_ir_drop,power_density,44.47,nW/µm²
cells_and_area,nFillCells,898,
logic_synthesis,common_cells,"buf_4 (41), mux2_4 (30), buf_12 (3)",
worst_setup_path,criticalPathCategory,"primary input to primary output",
grt,grt_pass1_wl,5.996,mm
logic_synthesis,yosysTopAreaCellShare,51.43,%
route,drc,0,
route,drt_pass1_iterations,2,
min_path,min_path_type,"primary input to primary output",
timing,finalSetupTns,0,ns
floorplanning,rows,33,
floorplanning,core,8299,µm²
grt,grt_max_degree,20,
worst_setup_path,required,5.52,ns
cells_and_area,final_util,21.47,%
floorplanning,die_h,113,µm
logic_synthesis,yosysChipArea,875.8,µm²
logic_synthesis,synth_seq_share,0,%
route,dr_total_vias,817,
placement,gp_congestion,0.6386,
floorplanning,ios,248,
clocking,ctsResizeCount,0,
route,routed_via_density,2.949,
grt,antenna_found_initial,0,
logic_synthesis,synth_area_leader_cell,"mux2_4",
cells_and_area,drive_gt1_share,19.77,%
job,maxCapViolations,0,
floorplanning,fp.dieW,113,µm
job,warning_count,131,
logic_synthesis,synthTopCellsByArea,"mux2_4 (51%), buf_4 (35%), buf_12 (6.9%)",
logic_synthesis,netlist_instances,81,
floorplanning,fp_util,10.55,%
floorplanning,die-area,12770,µm²
route,drt-total-wl,4.117,mm
grt,grt_overflow,0,
cells_and_area,area.sequential,0,µm²
route,diodes,0,
cells_and_area,clock_buffers,0,
worst_setup_path,endpoint_kind,"primary output",
route,dr.first_iter.drc_count,10,
timing,finalMaxSlewViolations,0,
timing,hold_viol_final,0,
timing,fin_crit,5.158,ns
placement,hpwlAfterDp,3.852,mm
cells_and_area,flop-count,0,
logic_synthesis,yosysCellCount,81,
logic_synthesis,ys_types,8,
clocking,postCtsSetupRepairBufs,0,
power_and_ir_drop,power.total,79.24,µW
route,ant_nets,0,
cells_and_area,area.growth.synth_to_final,103.4,%
clocking,cts-hold-fix-buffers,0,
placement,io_buffers,102,
power_and_ir_drop,leakage,0.7378,nW
power_and_ir_drop,peakVddDrop,0.00001166,V
grt,grt_pass1_vias,1034,
worst_setup_path,arrival,3.78,ns
logic_synthesis,syn_area,875.8,µm²
timing,min_period_over_period,74.76,%
worst_setup_path,cp-start-kind,"primary input",
logic_synthesis,synth_warnings,5,
timing,rsz0062_at_grt,"false",
logic_synthesis,top_cell,"buf_4",
-- layout make-up --
| class | count | area [µm²] | share of cell area [%] |
|---|---|---|---|
| Timing Repair Buffer | 103 | 1028 | 57.72 |
| Tap cell | 105 | 131.4 | 7.374 |
| Multi-Input combinational cell | 69 | 621.8 | 34.90 |
-- cells by family (layout without fill, tap and decap cells) --
family | Yosys count | after routing | share of synthesized area [%]
buf+inv | 45 | 103 | 43.29
simple gates | 2 | 2 | 1.858
other cells | 2 | 35 | 0.8575
mux | 32 | 32 | 54.00
-- final timing paths --
kind,depth (start not counted),slack [ns],startpoint,end
max,6,1.74,from_MEM_latch[104],from_WB_to_DE[1]
min,0,2.76,from_MEM_latch[33],from_WB_to_DE[32]
-- cell usage in the layout, fill, tap and decap left out --
| cell | count |
|---|---|
| and3_2 | 1 |
| buf_4 | 1 |
| nor4bb_1 | 1 |
| mux2_4 | 30 |
| mux2_2 | 2 |
| conb_1 | 35 |
| clkdlybuf4s50_1 | 102 |
-- layer usage --
| metal | wire length [µm] | up-vias | GRT usage (%) | share of wire, % |
|---|---|---|---|---|
| met5 | 0 | - | 0 | 0 |
| met4 | 24 | 0 | 0.3384 | 0.58 |
| met3 | 577 | 4 | 3.098 | 14 |
| met1 | 1689 | 348 | 6.957 | 41 |
| met2 | 1825 | 87 | 9.447 | 44 |
| li1 | - | 378 | - | - |
-- power by group --
part / total, mW / switching, mW / leakage, nW / internal, mW
Clock: 0 / 0 / 0 / 0
Sequential: 0 / 0 / 0 / 0
Combinational: 0.0792 / 0.0142 / 0.738 / 0.0650
Total: 0.0792 / 0.0142 / 0.738 / 0.0650
-- per-stage QoR --
step	hold slack [ns]	instance area [µm²]	cells	setup WS, ns
6_report	2.760	1782	277	1.742
4_1_cts	2.760	1782	277	1.683
2_1_floorplan	2.826	999.7	114	3.180
5_1_grt	2.760	1782	277	1.579
3_3_place_gp	2.760	1782	277	1.667
3_5_place_dp	2.760	1782	277	1.688
-- worst max-delay path: stages --
cell             delay [ns]
clkdlybuf4s50_1        0.44
nor4bb_1               0.24
and3_2                 0.52
buf_4                  0.42
mux2_4                 0.33
clkdlybuf4s50_1        0.44
Power and IR drop assume default switching activity.
